==> design/flow/design.v <==
module fsm (
    input clk,
    input reset,    
    input x,
    output reg z
);
    reg [2:0] q;
    reg [2:0] nq;
    always @(posedge clk) begin  
        if (reset == 'b1) begin  
            q <= 3'b000;
        end  
        else begin  
            q <= nq;
        end  
    end  
    always @(*) begin  
        case (q)
            3'b000: begin  
                z <= 'b0;
                if (x == 'b0) begin  
                    nq <= 3'b000;
                end  
                else begin  
                    nq <= 3'b001;
                end  
            end  
            3'b001: begin  
                z <= 'b0;
                if (x == 'b0) begin  
                    nq <= 3'b001;
                end  
                else begin  
                    nq <= 3'b100;
                end  
            end  
            3'b010: begin  
                z <= 'b0;
                if (x == 'b0) begin  
                    nq <= 3'b010;
                end  
                else begin  
                    nq <= 3'b001;
                end  
            end  
            3'b011: begin  
                z <= 'b1;
                if (x == 'b0) begin  
                    nq <= 3'b001;
                end  
                else begin  
                    nq <= 3'b010;
                end  
            end  
            3'b100: begin  
                z <= 'b1;
                if (x == 'b0) begin  
                    nq <= 3'b011;
                end  
                else begin  
                    nq <= 3'b100;
                end  
            end  
            default: begin  
                z <= 'b0;
                nq <= 3'b000;
            end  
        endcase
    end  
endmodule
==> design/flow/run.sh <==
#!/bin/bash
# OpenROAD 26Q1-2900-gdf79404cd8, Yosys 0.63+post, stock flow scripts
make -C /OpenROAD-flow-scripts/flow DESIGN_CONFIG=/design/flow/config.mk WORK_HOME=/design/flow/orfs finish
==> design/flow/config.mk <==
export PLATFORM = sky130hd
export DESIGN_NAME = fsm
export DESIGN_NICKNAME = fsm
export VERILOG_FILES = /design/flow/design.v
export SDC_FILE = /design/flow/constraint.sdc
export NUM_CORES = 4
export LEC_CHECK = 1
export CORE_AREA = 10 10 70 70
export DIE_AREA = 0 0 80 80
==> design/flow/constraint.sdc <==
current_design fsm

set clk_period 1.1
set clk_io_pct 0.2

create_clock -name clk0 -period $clk_period [get_ports {clk}]

set non_clock_inputs [all_inputs -no_clocks]
set_input_delay [expr $clk_period * $clk_io_pct] -clock clk0 $non_clock_inputs
set_output_delay [expr $clk_period * $clk_io_pct] -clock clk0 [all_outputs]
==> changes_impl.md <==
### Metrics

- WL/cell: 5.563 um
- Peak supply drop: between 0.0006 and 0.0007 V
- Largest area contributor in the netlist: dfxtp_1
- Final setup violation count: 1
- Sw Ratio: 19.88%
- Area reported by Yosys stat: 163.9 um2
- Largest registers: q x5
- Sequential share of power: 44.6%
- Hold path endpoint: q[0]
- Reported max-cap violation count: 0
- Antenna Cells: 0
- WHS: 0.4521 ns
- I/O Pins: 4
- Top Layout Cells: dfxtp_1 (4), nor2_1 (3), clkbuf_4 (3)
- Biggest area cells: dfxtp_1 (61%), nor2_1 (6.9%), mux2i_1 (6.1%), nor3_1 (6.1%), a211oi_1 (4.6%)
- Hold Path Class: register to register
- Clk ins delay skew pair: 0.24 ns
- All-layer global routing usage: 1.458%
- Reg2Reg Setup Slack: 0.31 ns
- NetSw: 0.08658 mW
- Critical Path AT: 0.90 ns
- Number of cells in the yosys synthesis report: 16
- CTS max path bufs: 2
- Stage-log warning count: 27
- Slew Viols, Final: 0
- Detail Route Antenna Nets: 0
- Global route total overflow: 0
- Ys flops: 5
- CTS buffer count: 3
- Synth top area share: between 60 and 70%
- P_leak: between 0.1 and 0.15 nW
- FP Util: 4.799%
- Netlist cell types: 9
- Initial antenna violation count: 0
- Hold depth: 1
- Fin crit period: 1.117 ns
- First-pass GRT wire length: 717 um
- Clk pwr share: 47.3%
- Failing checks: negative setup slack
- Part of the power in combinational logic: 8.2%
- Worst setup EP type: primary output
- Synth Instances: 16
- Tot Pwr: 0.4354 mW
- Root buffer cell: clkbuf_4
- H-tree Lvls: 1
- Slew of the pin with the lowest slew margin: between 0.2 and 0.25 ns
- Worst r2r src: q[4]
- Most numerous logic cell after layout: dfxtp_1
- Slew margin rel.: 86.48%
- Die W: 80 um
- Worst r2r path cells: 3
- Largest net degree at the start of global routing: 6
- Die height: 80 um
- Top reg by flops: q
- Residual DRC: 0
- Post-DP HPWL: 291.3 um
- Crit Path Max Fanout: 2
- TritonRoute pass-1 iters: 2
- Routability cong.: 0.6776
- Syn Area/Cell: a little over 10 um2
- Hold Fails Final Rpt: 0
- Chip area: 6400 um2
- CP Data Required Time: ~0.88 ns
- FF-to-FF End: q[3]
- Pre-CTS setup slack: -0.1218 ns
- RSZ-0062 raised after global routing: true
- CP Launch Type: register
- Clk slew on worst S/H paths: 0.04 ns
- DR vias/cell: approximately 2
- CTS Sinks: 5
- Max Clk Rate: 895.0 MHz
- Min-delay src: q[0]
- CTS tree: built
- Vias: 146
- Sequential area share after synthesis: 61.07%
- Max reg flops: 5
- Layout area overhead: 81.68%
- Area of the core: about 3400 um2
- Setup CP Type: register to primary output
- Clock Skew: ~0.0024 ns
- FP Rows: 21
- Port bufs: 3
- Critical Path Start: q[1]
- Setup bufs post-CTS: 0
- Status: complete, but fails checks
- Vias in the first global route: 175
- Yosys warning count: 1
- WL final: 395 um
- Starting DRT DRC Count: 2
- Fraction of layout cells with a size suffix above 1: 32.00%
- Final Cycle Share: 101.6%
- Cell internal pwr: roughly 0.35 mW
- Fin worst setup slack: -0.01736 ns
- Synthesized area: ~160 um2
- PwrDens: approximately 1500 nW/um2
-- worst max-delay path by stage --
stage | end | slack, ns | depth (start not counted)
6_report | z | -0.02 | 2
5_1_grt | z | -0.05 | 2
4_1_cts | z | -0.02 | 2
-- worst max-delay path, stage by stage (launching register included) --
cell	delay (ns)
dfxtp_2	0.31
or2_4	0.24
buf_6	0.11
-- synth_stat cells, drive strengths merged --
cell / n
mux2i: 1
nor2: 3
a211oi: 1
nor3b: 1
or2: 1
dfxtp: 5
a21o: 1
inv: 1
nor3: 2
-- timing repair --
| item | CTS | global route |
|---|---|---|
| hold buffers | 0 | 0 |
| resized | 6 | 0 |
| endpoints found under the setup margin | 1 | 1 |
-- kinds of logic (layout without fill, tap and decap cells) --
kind of cell	after synthesis	after routing	share of synthesized area (%)
compound gates	2	2	9.164
buf+inv	1	10	2.288
flops	5	5	61.07
mux	1	1	6.107
simple gates	7	7	21.38
-- layout make-up --
type | instances | area, um2
fillers | 408 | 3118
flip-flops and latches | 5 | 101.3
multi-input cells | 10 | 62.56
well taps | 46 | 57.56
repair buffers | 5 | 46.29
clock buffers | 4 | 26.28
inverters | 1 | 3.754
-- power by group through the flow --
stage	registers (mW)	clock network, mW	logic (mW)
CTS	0.194	0.215	0.0353
global route	0.195	0.241	0.0394
finish	0.194	0.206	0.0355
-- routing by layer --
metal / routed length [um] / GRT usage [%] / part of all wire (%) / vias to the layer above
li1: - / - / - / 73
met1: 221 / 1.724 / 56 / 65
met2: 116 / 1.766 / 29 / 8
met3: 57 / 1.591 / 14 / 0
met4: 0 / 0.1761 / 0 / 0
met5: 0 / 0 / 0 / -
-- metrics by stage --
step                area, um2  util, %  std cells   TNS, ns
floorplan               163.9        -         16         0
global placement        266.5    7.802         67   -0.2462
detailed placement      266.5    7.802         67   -0.3591
CTS                     297.8    8.718         71  -0.02359
global route            297.8    8.718         71  -0.05059
finish                  297.8    8.718         71  -0.01736
Power figures rest on the tool's default switching activity, not on a simulated workload.
